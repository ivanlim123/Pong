`flow/config.mk`:
```
export PLATFORM = sky130hd
export DESIGN_NAME = pixel_gen
export DESIGN_NICKNAME = pixel_gen
export VERILOG_FILES = /design/flow/design.v
export SDC_FILE = /design/flow/constraint.sdc
export NUM_CORES = 4
export LEC_CHECK = 1
export CORE_UTILIZATION = 50
export SYNTH_HDL_FRONTEND = slang
```
`flow/constraint.sdc`:
```
current_design pixel_gen

set clk_period 5.9
set clk_io_pct 0.2

create_clock -name clk0 -period $clk_period [get_ports {clk}]

set non_clock_inputs [all_inputs -no_clocks]
set_input_delay [expr $clk_period * $clk_io_pct] -clock clk0 $non_clock_inputs
set_output_delay [expr $clk_period * $clk_io_pct] -clock clk0 [all_outputs]
```
`flow/design.v`:
```
module pixel_gen(
   input [9:0] h_cnt,
   input clk,
   input valid,
   input [9:0]v_cnt,
   input [9:0]ballX,
   input [9:0]ballY,
   input [9:0]posX1,
   input [9:0]posX2,
   input [8:0]posY1,
   input [8:0]posY2,
   input [1:0]score1,
   input [1:0]score2,
   output reg [3:0] vgaRed,
   output reg [3:0] vgaGreen,
   output reg [3:0] vgaBlue,
   output BouncingObject
   );
reg ball_inX;
reg ball_inY;
wire border =  (v_cnt[8:3]==0) || (v_cnt[8:3]==59);
wire paddle1 = ((h_cnt>=posX1+8) && (h_cnt<=posX1+18) &&(v_cnt>=posY1+8)&& (v_cnt<=posY1+48));
wire paddle2 = ((h_cnt>=posX2+8) && (h_cnt<=posX2+18) &&(v_cnt>=posY2+8) && (v_cnt<=posY2+48)) ;
wire zero = ((h_cnt<=250)&&(h_cnt>=234)&& (v_cnt>=200) &&(v_cnt<=204)) || ((h_cnt<=250)&&(h_cnt>=234)&& (v_cnt>=168)&& (v_cnt<=172)) ||((h_cnt>=254)&&(h_cnt<=258)&&(v_cnt<=192)&& (v_cnt>=176)) ||((h_cnt<=230)&&(h_cnt>=226)&&(v_cnt<=192)&& (v_cnt>=176)) ;
wire zero2 = ((h_cnt>=366)&&(h_cnt<=382)&& (v_cnt>=200) &&(v_cnt<=204)) || ((h_cnt>=366)&&(h_cnt<=382)&& (v_cnt>=168)&& (v_cnt<=172)) ||((h_cnt>=386)&&(h_cnt<=390)&&(v_cnt<=192)&& (v_cnt>=176)) ||((h_cnt<=362)&&(h_cnt>=358)&&(v_cnt<=192)&& (v_cnt>=176)) ;
wire one = ((v_cnt<=172)&&(v_cnt>=168)&&(h_cnt<=250)&&(h_cnt>=244)) ||((v_cnt<=200)&&(v_cnt>=168)&&(h_cnt >=250)&&(h_cnt <=254));
wire one2 = ((v_cnt>=168)&&(v_cnt<=172)&&(h_cnt>=366)&&(h_cnt<=372)) ||((v_cnt<=200)&&(v_cnt>=168)&&(h_cnt >=372)&&(h_cnt <=376));
wire two = ((h_cnt>=250)&&(h_cnt<=266)&&(v_cnt >=168)&&(v_cnt <=172)) ||((h_cnt >= 270) &&(h_cnt <= 274) && (v_cnt >=176)&& (v_cnt <=180)) || ((h_cnt<=266)&&(h_cnt>=258)&&(v_cnt>=184)&&(v_cnt<=188)) ||((h_cnt <= 254)&&(h_cnt >= 250)&&(v_cnt >= 192)&&(v_cnt <= 196)) || ((h_cnt>=250)&&(h_cnt<=274)&&(v_cnt >=200)&&(v_cnt <=204));
wire two2 = ((h_cnt>=366)&&(h_cnt<=382)&&(v_cnt >=168)&&(v_cnt <=172)) ||((h_cnt >= 386) &&(h_cnt <= 390) && (v_cnt <= 180) &&(v_cnt >=176)) || ((h_cnt<=382)&&(h_cnt>=374)&&(v_cnt>=184)&&(v_cnt<=188)) ||((h_cnt <= 370)&&(h_cnt >= 366)&&(v_cnt >= 192)&&(v_cnt <= 196)) || ((h_cnt>=366)&&(h_cnt<=390)&&(v_cnt >=200)&&(v_cnt <=204));
wire three =((h_cnt>=250)&&(h_cnt<=266)&&(v_cnt>=168)&&(v_cnt<=172)) || ((h_cnt >= 270) &&(h_cnt <= 274) && (v_cnt >= 176)&& (v_cnt <= 180)) || ((h_cnt<=266) && (h_cnt>=258) &&(v_cnt >=184)&&(v_cnt <=188)) || ((h_cnt >=270) &&(h_cnt <=274) && (v_cnt >= 192)&& (v_cnt <= 196))||((h_cnt<=266) && (h_cnt>=250) && (v_cnt >= 200)&& (v_cnt <= 204));
wire three2 =((h_cnt>=366)&&(h_cnt<=382)&&(v_cnt>=168)&&(v_cnt<=172)) || ((h_cnt >= 386) &&(h_cnt <= 390) && (v_cnt >= 176)&& (v_cnt <= 180)) || ((h_cnt<=382) && (h_cnt>=374) &&(v_cnt >=184)&&(v_cnt <=188)) || ((h_cnt >= 386) &&(h_cnt <= 390) && (v_cnt >= 192)&& (v_cnt <= 196))||((h_cnt<=382) && (h_cnt>=366) && (v_cnt >= 200)&& (v_cnt <= 204));
assign  BouncingObject = border | paddle1 | paddle2 ;  
always @(posedge clk)
if(ball_inX==0) ball_inX <= (h_cnt==ballX) & ball_inY; else ball_inX <= !(h_cnt == ballX+8);
always @(posedge clk)
if(ball_inY==0) ball_inY <= (v_cnt==ballY); else ball_inY <= !(v_cnt==ballY+8);
wire ball = ball_inX & ball_inY;
always @(*) begin
if(valid && BouncingObject)
    {vgaRed, vgaGreen, vgaBlue} = 12'hfff;
else if(valid && ball)
    {vgaRed, vgaGreen, vgaBlue} = 12'hfff;
else if(score1 == 2'd0)begin
     if(zero &&valid)
        {vgaRed, vgaGreen, vgaBlue} = 12'hfff;
      else 
                {vgaRed, vgaGreen, vgaBlue} = 12'h000;
       if(score2 == 2'd0)begin
            if(zero2 &&valid)
                {vgaRed, vgaGreen, vgaBlue} = 12'hfff;
      end
      else if(score2 == 2'b01)begin
            if(one2 &&valid)
                {vgaRed, vgaGreen, vgaBlue} = 12'hfff;
      end
      else if(score2 == 2'b10)begin
            if(two2 &&valid)
                {vgaRed, vgaGreen, vgaBlue} = 12'hfff;
      end
      else begin
            if(three2 &&valid)
                {vgaRed, vgaGreen, vgaBlue} = 12'hfff;
      end
end
else if(score1 == 2'b01)begin
     if(one &&valid)
        {vgaRed, vgaGreen, vgaBlue} = 12'hfff;
      else 
                {vgaRed, vgaGreen, vgaBlue} = 12'h000;
       if(score2 == 2'd0)begin
            if(zero2 &&valid)
                {vgaRed, vgaGreen, vgaBlue} = 12'hfff;
      end
      else if(score2 == 2'b01)begin
            if(one2 &&valid)
                {vgaRed, vgaGreen, vgaBlue} = 12'hfff;
      end
      else if(score2 == 2'b10)begin
            if(two2 &&valid)
                {vgaRed, vgaGreen, vgaBlue} = 12'hfff;
      end
      else begin
            if(three2 &&valid)
                {vgaRed, vgaGreen, vgaBlue} = 12'hfff;
      end
end
else if(score1 == 2'b10)begin
     if(two &&valid)
        {vgaRed, vgaGreen, vgaBlue} = 12'hfff;
      else 
                {vgaRed, vgaGreen, vgaBlue} = 12'h000;
       if(score2 == 2'd0)begin
            if(zero2 &&valid)
                {vgaRed, vgaGreen, vgaBlue} = 12'hfff;
      end
      else if(score2 == 2'b01)begin
            if(one2 &&valid)
                {vgaRed, vgaGreen, vgaBlue} = 12'hfff;
      end
      else if(score2 == 2'b10)begin
            if(two2 &&valid)
                {vgaRed, vgaGreen, vgaBlue} = 12'hfff;
      end
      else begin
            if(three2 &&valid)
                {vgaRed, vgaGreen, vgaBlue} = 12'hfff;
      end
end
else if(score1 == 2'b11)begin
     if(three &&valid)
        {vgaRed, vgaGreen, vgaBlue} = 12'hfff;
      else 
            {vgaRed, vgaGreen, vgaBlue} = 12'h000;
      if(score2 == 2'd0)begin
            if(zero2 &&valid)
                {vgaRed, vgaGreen, vgaBlue} = 12'hfff;
      end
      else if(score2 == 2'b01)begin
            if(one2 &&valid)
                {vgaRed, vgaGreen, vgaBlue} = 12'hfff;
      end
      else if(score2 == 2'b10)begin
            if(two2 &&valid)
                {vgaRed, vgaGreen, vgaBlue} = 12'hfff;
      end
      else begin
            if(three2 &&valid)
                {vgaRed, vgaGreen, vgaBlue} = 12'hfff;
      end
end
else 
    {vgaRed, vgaGreen, vgaBlue} = 12'h0;
end
endmodule
```
`flow/run.sh`:
```
#!/bin/bash
# OpenROAD 26Q1-2900-gdf79404cd8, Yosys 0.63+post, stock flow scripts
make -C /OpenROAD-flow-scripts/flow DESIGN_CONFIG=/design/flow/config.mk WORK_HOME=/design/flow/orfs finish
```
==> impl_metrics.env <==
# yosys + openroad results
export IMPL_maxSlewHeadroom_pct=60.63
export IMPL_cts_tree="built"
export IMPL_place_gp_congestion=1.002
export IMPL_ys_chip_area_sq_um=4154
export IMPL_portBuffers=96
export IMPL_r2r_cells=3
export IMPL_utilization_pct=69.08
export IMPL_cts_root_buffer="clkbuf_8"
export IMPL_via_per_inst=5.887
export IMPL_synth_cell_types=70
export IMPL_crit_required_ps=4720
export IMPL_critPathLaunchType="input port"
export IMPL_chipArea_sq_um=8677
export IMPL_drc=0
export IMPL_clk_pin_slew_ps=30
export IMPL_num_rows=32
export IMPL_holdPathStages=2
export IMPL_tightest_slew_ps=575.7
export IMPL_synth_flop_count=2
export IMPL_tns_ps=0
export IMPL_gr_total_overflow=0
export IMPL_grt_pass1_vias=4071
export IMPL_numCtsBuffers=3
export IMPL_detail_route_antenna_nets=0
export IMPL_ctsHoldBuffers=0
export IMPL_flop_cell="dfxtp_1"
export IMPL_syn_cell_area_sq_um=4154
export IMPL_worstSkewPairLatency_ps=210
export IMPL_layout_drive_gt1_share_pct=9.895
export IMPL_pre_cts_slack_ps=-47.48
export IMPL_routed_wl_mm=11.59
export IMPL_crit_type="input port to primary output"
export IMPL_dpl_cell_area_sq_um=5319
export IMPL_cp_end_kind="primary output"
export IMPL_period_minus_slack_ps=5739
export IMPL_mostFrequentLayoutCells="clkdlybuf4s50_1, ha_1, nor2_1"
export IMPL_hold_end="ball_inY"
export IMPL_finalCritPeriodShare_pct=97.27
export IMPL_slew_viol_final=0
export IMPL_io_pins=97
export IMPL_layout_setup_ws_ps=161.1
export IMPL_htreeDepth=1
export IMPL_fmax_mhz=174.3
export IMPL_cts_buffer_depth=2
export IMPL_reg2reg_to="ball_inY"
export IMPL_final_cell_area_sq_um=5449
export IMPL_hold_viol_final=0
export IMPL_grt_pass1_wl_mm=18.80
export IMPL_post_cts_buffers=0
export IMPL_min_path_type="flip-flop to flip-flop"
export IMPL_core_area_sq_um=7888
export IMPL_fp_util_pct=52.66
export IMPL_yosys_warnings=0
export IMPL_cts_sinks=2
export IMPL_status="completed"
export IMPL_fin_skew_ps=0.7947
export IMPL_hp_start="ball_inY"
export IMPL_rrSetupSlack_ps=4870
export IMPL_grt_antenna_before_repair=0
export IMPL_syn_to_final_growth_pct=31.17
export IMPL_drtIter0Drc=233
export IMPL_leakagePower_nw=2.270
export IMPL_edf_count=0
export IMPL_cap_violations=0
export IMPL_async_flop_share_pct=0
export IMPL_warnings=34
export IMPL_routedWlPerCell_microns=15.07
export IMPL_diodes=0
export IMPL_synth_seq_share_pct=0.9639
export IMPL_syn_avg_cell_area_sq_um=7.352
export IMPL_peakVddDrop_mv=0.05700
export IMPL_first_pass_iters=4
export IMPL_synthCells=565
export IMPL_die_height_microns=93.15
export IMPL_power_density_nw_per_um2=85.87
export IMPL_route_vias_total=4527
export IMPL_track_usage_pct=26.70
export IMPL_die_w_microns=93.15
export IMPL_ys_cells=565
export IMPL_dp_hpwl_mm=9.598
export IMPL_worst_path_max_fanout=6
export IMPL_holdWs_ps=540.3
export IMPL_grt_max_degree=22
export IMPL_rr_startpoint="ball_inY"
export IMPL_final_common_cell="clkdlybuf4s50_1"
export IMPL_final_setup_viol_count=0
export IMPL_arrival_ps=4560
## routing by layer
metal  track usage [%]  vias to the layer above  share of wire, %  routed length (microns)
li1                  -                     2334                 -                        -
met5                 0                        -                 0                        0
met4             3.974                        0              0.90                      104
met1             39.94                     2056                50                     5807
met3             1.075                        8               4.8                      559
met2             43.32                      129                44                     5117
## how the worst max path moves through the flow
stage / from / end / slack [ps] / cells past startpoint
final: posX1[4] / vgaGreen[2] / 160 / 16
after global routing: posX1[4] / vgaRed[3] / -8 / 16
after CTS: posX1[1] / vgaBlue[2] / 30 / 15
## worst max-delay path, cell delays in order
cell	delay, ps
clkdlybuf4s50_1	470
inv_1	40
ha_1	180
a21oi_2	150
nor2_1	60
xnor2_1	120
ha_1	300
and4_4	230
nand3_2	90
o221a_4	230
o31ai_4	210
a2111oi_4	70
a311o_1	380
o31a_1	300
buf_4	150
clkdlybuf4s50_1	400
## per-stage QoR
step / power, mW / std cells
floorplan: 0.2374 / 565
global placement: 0.3904 / 766
detailed placement: 0.3981 / 766
CTS: 0.4568 / 769
global route: 0.5164 / 769
finish: 0.4679 / 769
## timing repair
action,CTS,global route
endpoints found under the hold margin,0,0
gates resized,2,17
endpoints found under the setup margin,12,12
pin swaps,0,6
## layout make-up
class | instances | area (sq um)
multi-input cells | 495 | 3852
flip-flops and latches | 2 | 40.04
clock buffers | 3 | 41.29
inverters | 33 | 123.9
repair buffers | 134 | 1264
fillers | 642 | 2439
well taps | 102 | 127.6
## synth_stat cells, drive strengths merged, types with 6 or more instances
cell / count / area (sq um)
a21oi: 26 / 133.9
nor4b: 6 / 73.81
o21ai: 26 / 130.1
nor2: 42 / 157.7
nor3: 17 / 85.08
nor2b: 12 / 75.07
buf: 27 / 191.4
nand3: 29 / 145.1
nand2b: 6 / 37.54
and3: 7 / 43.79
clkbuf: 8 / 30.03
a2111oi: 6 / 53.80
xnor2: 30 / 262.8
a21o: 11 / 82.58
xor2: 34 / 297.8
nand2: 27 / 101.4
and2: 6 / 40.04
ha: 86 / 1076
inv: 33 / 123.9
o31ai: 7 / 52.55
a31oi: 8 / 50.05
a211oi: 11 / 82.58
nand4: 20 / 125.1
## power breakdown
group | internal, mW | switching (mW)
Sequential | 0.0144 | 0.000979
Clock | 0.0431 | 0.00991
Combinational | 0.205 | 0.195
## flip-flops by register name (all words and copies together), names as in the netlist
name      flops
ball_inY      1
ball_inX      1
## logic make-up (layout without fill, tap and decap cells)
logic type	count (synthesis)	count (layout)	synth area share [%]
flip-flops	2	2	0.9639
XOR/XNOR	64	64	13.49
adder cells (fa/ha/maj)	86	86	25.90
AND/OR/NAND/NOR	201	201	27.08
AND-OR/OR-AND	141	141	23.49
buffers and inverters	68	170	8.313
multiplexers	3	3	0.7530
No activity file was given, so power comes from the tool's default toggle rates.
