<file path="flow/config.mk">
export PLATFORM = sky130hd
export DESIGN_NAME = Ball
export DESIGN_NICKNAME = Ball
export VERILOG_FILES = /design/flow/design.v
export SDC_FILE = /design/flow/constraint.sdc
export NUM_CORES = 4
export LEC_CHECK = 1
export CORE_UTILIZATION = 50
export SYNTH_HDL_FRONTEND = slang
</file>
<file path="flow/constraint.sdc">
current_design Ball

set clk_period 2.8
set clk_io_pct 0.2

create_clock -name clk0 -period $clk_period [get_ports {clk}]

set non_clock_inputs [all_inputs -no_clocks]
set_input_delay [expr $clk_period * $clk_io_pct] -clock clk0 $non_clock_inputs
set_output_delay [expr $clk_period * $clk_io_pct] -clock clk0 [all_outputs]
</file>
<file path="flow/design.v">
module Ball(clk, rst, state, serve, CollisionX1, CollisionX2, CollisionY1, CollisionY2, ballX, ballY, ballStatus);
input clk, rst;
input [1:0] state;
input serve;
input CollisionX1, CollisionX2, CollisionY1, CollisionY2;
output reg [9:0] ballX;
output reg [9:0] ballY;
output reg [1:0] ballStatus;
reg [9:0] nextBallX;
reg [9:0] nextBallY;
reg ball_dirX, ball_dirY;
reg nextBall_dirX, nextBall_dirY;
reg [1:0] nextBallStatus;
reg [18:0] counter, next_counter;
reg [18:0] speed, next_speed;
always @(posedge clk) begin
    if(rst==1'b1) begin
        ballX <= 10'd304;
        ballY <= 10'd224;
        ball_dirX <= 1'b0;
        ball_dirY <= 1'b0;
        ballStatus <= 2'b00;
        counter <= 19'd0;
        speed <= 19'b111_1111_1111_1111_1111;
    end
    else begin
        ballX <= nextBallX;
        ballY <= nextBallY;
        ball_dirX <= nextBall_dirX;
        ball_dirY <= nextBall_dirY;
        ballStatus <= nextBallStatus;
        counter <= next_counter;
        speed <= next_speed;
    end
end
always @(*) begin
    case(state) 
        2'b00: begin
            nextBallX = 10'd304;
            nextBallY = 10'd224;
            nextBall_dirX = 1'b0;
            nextBall_dirY = 1'b0;
            nextBallStatus = 2'b00;
            next_counter = 19'd0;
            next_speed = 19'b111_1111_1111_1111_1111;
        end
        2'b01: begin
            nextBallX = 10'd304;
            nextBallY = 10'd224;
            nextBallStatus = 2'b00;
            next_counter = 19'd0;
            next_speed = 19'b111_1111_1111_1111_1111;
            if(serve==1'b0) begin
                nextBall_dirX = 1'b0;
                nextBall_dirY = (ball_dirY == 1'b1) ? 1'b0 : 1'b1;
            end
            else begin
                nextBall_dirX = 1'b1;
                nextBall_dirY = (ball_dirY == 1'b1) ? 1'b0 : 1'b1;
            end
        end
        2'b10: begin
            nextBallX = ballX;
            nextBallY = ballY;
            nextBall_dirX = ball_dirX;
            nextBall_dirY = ball_dirY;
            nextBallStatus = ballStatus;
            next_counter = counter + 1'b1;
            next_speed = speed;
            if(CollisionX1 & CollisionX2) begin
                nextBall_dirX = ~ball_dirX;
            end
            else if(CollisionX2==1'b1) begin
                nextBall_dirX = 1'b1;
                if(speed>19'b110_1111_1111_1111_1111) begin
                    next_speed = speed - 19'd12500;
                end
                else begin
                    next_speed = speed;
                end
            end
            else if(CollisionX1==1'b1) begin
                nextBall_dirX = 1'b0;
                if(speed>19'b110_1111_1111_1111_1111) begin
                    next_speed = speed - 19'd12500;
                end
                else begin
                    next_speed = speed;
                end
            end
            else begin
                nextBall_dirX = ball_dirX;
            end
            if(CollisionY1 & CollisionY2) begin
                nextBall_dirY = ~ball_dirY;
            end
            else if(CollisionY2==1'b1) begin
                nextBall_dirY = 1'b1;
            end
            else if(CollisionY1==1'b1) begin
                nextBall_dirY = 1'b0;
            end
            else begin
                nextBall_dirY = ball_dirY;
            end
            if(counter==speed) begin
                next_counter = 19'd0;
                if(ball_dirX==1'b0) begin
                    nextBallX = ballX + 1'b1;
                end
                else begin
                    nextBallX = ballX - 1'b1;
                end
                if(ball_dirY==1'b0) begin
                    nextBallY = ballY + 1'b1;
                end
                else begin
                    nextBallY = ballY - 1'b1;
                end
                if(ballX==10'd0) begin
                    nextBallStatus = 2'b10;
                end
                else if(ballX==10'd631) begin
                    nextBallStatus = 2'b01;
                end
                else begin
                    nextBallStatus = 2'b00;
                end
            end
            else begin
                nextBallX = ballX;
                nextBallY = ballY;
                nextBallStatus = ballStatus;
            end
        end
        2'b11: begin
            nextBallX = 10'd304;
            nextBallY = 10'd224;
            nextBall_dirX = 1'b0;
            nextBall_dirY = 1'b0;
            nextBallStatus = 2'b00;
            next_counter = 19'd0;
            next_speed = speed;
        end
    endcase
end
endmodule
</file>
<file path="flow/run.sh">
#!/bin/bash
# OpenROAD 26Q1-2900-gdf79404cd8, Yosys 0.63+post, stock flow scripts
make -C /OpenROAD-flow-scripts/flow DESIGN_CONFIG=/design/flow/config.mk WORK_HOME=/design/flow/orfs finish
</file>
==> results.tsv <==
stage	metric	value	unit
drt	n_antenna_cell	0	
place	place_congestion	0.867	
drt	drc	0	
cts	worstSkewPairLatency	0.33	ns
logic_synthesis	synth_area	0.00365	mm2
die	die_w	87.5	um
final_timing	fmax	408	MHz
cts	postCtsSetupBuffers	0	
drt	route.antenna.remaining_nets	0	
final_timing	maxSlewHeadroom	64.1	%
finish	final_util	60.8	%
logic_synthesis	mux_area_share	2.74	%
finish	regArea	0.00122	mm2
die	coreArea	0.00691	mm2
drt	drt-vias-per-instance	5.41	
logic_synthesis	synthDistinctLibCells	57	
cts	cts_buffers	9	
final_timing	finalHoldViolCount	0	
logic_synthesis	synthSimpleGateAreaFrac	23.9	%
logic_synthesis	synthAoiAreaFrac	14.6	%
logic_synthesis	ys_cells	426	
logic_synthesis	synthCells	426	
cts	clkTransAtPathRegs	0.07	ns
logic_synthesis	synth_flops	61	
pwr	irDropWorstVdd	0.271	mV
drt	via_count	3008	
logic_synthesis	fa_ha_area_share	7.61	%
pwr	netSwitchingFraction	24.0	%
final_timing	tightest_slew	0.537	ns
place	placed_cell_area	0.00402	mm2
worst_setup_path	arrival	2.68	ns
cts	cts-htree-levels	3	
pwr	p_seq_share	50.0	%
min_path	hold_path_class	register to register	
drt	drt-initial-drc-count	85	
drt	avgRoutedWirePerCell	14.0	um
worst_setup_path	crit_fanout	13	
logic_synthesis	synthTopLogicFamily	simple AND/OR/NAND/NOR gates	
final_timing	rsz0062_at_grt	no	
place	io_buffers	30	
flow_run	openroad.warnings	27	
worst_setup_path	end_kind	register	
cts	holdBufCountCts	0	
logic_synthesis	async_flop_share	0	%
cts	ctsLongestPathBuffers	2	
logic_synthesis	edf_count	0	
logic_synthesis	ys_warn_count	0	
drt	totalWireLength	7770	um
worst_setup_path	crit_type	register to register	
pwr	powerDensity	424	mW/mm2
logic_synthesis	ys_chip_area	0.00365	mm2
cts	cts.sinks	61	
pwr	combPwrFrac	8.9	%
finish	layout-drive-gt1-share	6.30	%
die	ios	31	
pwr	netSwitchingPower	427	uW
die	rows	30	
cts	root_buffer	clkbuf_8	
global_route	grt_pass1_wl	13100	um
global_route	overflow	0	
die	chipArea	0.00765	mm2
global_route	antenna_found_initial	0	
pwr	internal_power	1350	uW
finish	mi_logic_area	0.00227	mm2
logic_synthesis	yosysSeqAreaShare	33.4	%
pwr	clkPwrFrac	41.1	%
global_route	grt_max_degree	29	
outcome	outcome	complete, no violations	
finish	final_area	0.00420	mm2
cts	cts_tree	yes	
worst_setup_path	required	3.02	ns
final_timing	tns	0	ns
final_timing	fin_crit	2.45	ns
global_route	grt_pass1_vias	2731	
drt	drtPass1Iterations	4	
final_timing	setup_viol	0	
place	dp_hpwl	5540	um
final_timing	finalCritPeriodShare	87.6	%
global_route	track_usage	22.2	%
finish	filler_cell_count	634	
logic_synthesis	syn_area_per_cell	8.57	um2
logic_synthesis	ff_type	dfxtp_1	
cts	cts_resized	0	
finish	synthToLayoutAreaGrowth	15.1	%
die	dieHeight	87.5	um
logic_synthesis	synth-xor-area-share	13.2	%
pwr	leakagePower	0.00155	uW
final_timing	finalMaxSlewViolations	0	
die	fp-utilization	52.9	%
flow_run	maxCapViolations	0	
worst_setup_path	start_kind	register	
final_timing	fin_skew	0.00357	ns
final cells by class:
| class | count | share of cell area (%) |
|---|---|---|
| clock buffers | 13 | 4.26 |
| clock inverters | 1 | 0.119 |
| inverters | 15 | 1.34 |
| multi-input cells | 333 | 54.0 |
| flip-flops and latches | 61 | 29.1 |
| well taps | 96 | 2.86 |
| repair buffers | 37 | 8.40 |
logic make-up (layout without fill, tap and decap cells):
| kind of cell | count (synthesis) | after routing |
|---|---|---|
| xor gates and xnor gates | 55 | 55 |
| and+or+nand+nor | 165 | 165 |
| buffers and inverters | 32 | 66 |
| adders and majority gates | 21 | 21 |
| muxes | 10 | 10 |
| AOI/OAI and AO/OA | 82 | 82 |
| DFF | 61 | 61 |
worst max-delay path: stages, from the launching register on:
cell and delay (ns):
dfxtp_1 0.61, ha_1 0.34, a211oi_1 0.28, o21bai_1 0.13, a2111oi_0 0.42, nor3_1 0.11
xor2_1 0.16, a211o_1 0.29
layer usage:
metal,share of wire [%],wire length [um],vias up,track usage [%]
li1,-,-,1562,-
met1,47,3620,1391,30.3
met2,49,3800,46,38.4
met3,3.3,255,9,3.75
met4,1.2,97,0,2.98
met5,0,0,-,0
registers in the layout (all words and copies together) (netlist names):
signal,flops
ballStatus,2
ballX,10
ballY,10
ball_dirX,1
ball_dirY,1
counter,19
speed,18
through the flow:
stage / worst slack, ns / cells / hold slack [ns] / total power, uW
floorplan: 0.605 / 426 / 0.441 / 1020
global placement: 0.441 / 542 / 0.467 / 1070
detailed placement: 0.375 / 542 / 0.466 / 1070
CTS: 0.353 / 556 / 0.478 / 1800
global route: 0.0283 / 556 / 0.509 / 1870
finish: 0.347 / 556 / 0.478 / 1780
synth_stat cells, types with 5 or more instances:
cell,instances,area share [%]
xnor2_1,22,5.3
inv_1,15,1.5
nand4_1,13,2.2
nand2_1,23,2.4
nor2_1,47,4.8
and3_1,9,1.5
ha_1,19,6.5
or3_1,5,0.86
nor3_1,8,1.1
o21ai_0,17,2.3
mux2i_1,10,2.7
nor2b_1,9,1.5
nor4_1,5,0.86
nand3_1,13,1.8
clkbuf_1,8,0.82
xor2_1,33,7.9
nand2b_1,10,1.7
a21o_1,6,1.2
a21oi_1,25,3.4
dfxtp_1,61,33
power groups by stage:
stage | logic [uW] | registers, uW | clock network (uW)
final | 158 | 892 | 732
after global routing | 177 | 893 | 800
after CTS | 158 | 891 | 756
path summary, 6_finish.rpt:
| path | cells past startpoint | start | slack [ns] | endpoint |
|---|---|---|---|---|
| min reg2reg | 2 | ballStatus[0]$_SDFFE_PP0P_ | 0.48 | ballStatus[0]$_SDFFE_PP0P_ |
| min | 2 | ballStatus[0]$_SDFFE_PP0P_ | 0.48 | ballStatus[0]$_SDFFE_PP0P_ |
| max reg2reg | 7 | ball_dirY$_SDFFE_PP0P_ | 0.35 | ballY[7]$_SDFFE_PP1P_ |
| max | 7 | ball_dirY$_SDFFE_PP0P_ | 0.35 | ballY[7]$_SDFFE_PP1P_ |
layout by cell type, fill, tap and decap left out, drive strengths merged, types with 14 or more instances in the layout:
master / Yosys / routed
nand3: 14 / 14
xnor2: 22 / 22
nand2: 23 / 23
a21oi: 27 / 27
inv: 15 / 15
o21ai: 17 / 17
dfxtp: 61 / 61
nor2: 47 / 47
xor2: 33 / 33
ha: 19 / 19
clkdlybuf4s50: 0 / 30
Power and IR drop assume default switching activity.
