[./design.v]
module Player(clk, rst, state, mode, keyboard, ballY, player, posX, posY);
input clk, rst, player;
input [1:0] state;
input [1:0] mode;
input [1:0] keyboard;
input [9:0] ballY;
output wire [9:0] posX;
output reg [8:0] posY;
reg [18:0] counter, next_counter;
reg [8:0] nextPosY;
assign posX = (player == 1'b1) ? 10'd614: 9'd0;
always @(posedge clk) begin
    if(rst==1'b1) begin
        posY <= 9'd232;
        counter <= 19'd0;
    end
    else begin
        posY <= nextPosY;
        counter <= next_counter;
    end
end
always @(*) begin
    case(state) 
        2'b00: begin
            nextPosY = 9'd232;
            next_counter =19'd0;
        end
        2'b11: begin
            nextPosY = 9'd232;
            next_counter = 19'd0;
        end
        default: begin
            next_counter = counter + 1'b1;
            if(mode==2'b00) begin
                if(counter==19'b111_1111_1111_1111_1111) begin
                    if(keyboard==2'b01) begin
                        if(posY < 9'd424) begin
                            nextPosY = posY + 1'b1;
                        end
                        else begin
                            nextPosY = posY;
                        end
                    end
                    else if(keyboard==2'b10) begin
                        if(posY > 9'd0) begin
                            nextPosY = posY - 1'b1;
                        end
                        else begin
                            nextPosY = posY;
                        end
                    end
                    else begin
                        nextPosY = posY;
                    end
                end
                else begin
                    nextPosY = posY;
                end
            end
            else if(mode==2'b01) begin
                if(player==1'b0) begin
                    if(counter==19'b111_1111_1111_1111_1111) begin
                        if(keyboard==2'b01) begin
                            if(posY < 9'd424) begin
                                nextPosY = posY + 1'b1;
                            end
                            else begin
                                nextPosY = posY;
                            end
                        end
                        else if(keyboard==2'b10) begin
                            if(posY > 9'd0) begin
                                nextPosY = posY - 1'b1;
                            end
                            else begin
                                nextPosY = posY;
                            end
                        end
                        else begin
                            nextPosY = posY;
                        end
                    end
                    else begin
                        nextPosY = posY;
                    end
                end
                else begin
                    if(ballY+4>posY+20 && posY < 9'd424) begin
                        nextPosY = posY + 1;
                    end
                    else if(ballY+4<posY+20 && posY > 9'd0) begin
                        nextPosY = posY - 1;
                    end
                    else begin
                        nextPosY = posY;
                    end
                end
            end
            else if(mode==2'b10) begin
                if(player==1'b1) begin
                    if(counter==19'b111_1111_1111_1111_1111) begin
                        if(keyboard==2'b01) begin
                            if(posY < 9'd424) begin
                                nextPosY = posY + 1'b1;
                            end
                            else begin
                                nextPosY = posY;
                            end
                        end
                        else if(keyboard==2'b10) begin
                            if(posY > 9'd0) begin
                                nextPosY = posY - 1'b1;
                            end
                            else begin
                                nextPosY = posY;
                            end
                        end
                        else begin
                            nextPosY = posY;
                        end
                    end
                    else begin
                        nextPosY = posY;
                    end
                end
                else begin
                    if(ballY+4>posY+20 && posY < 9'd424) begin
                        nextPosY = posY + 1;
                    end
                    else if(ballY+4<posY+20 && posY > 9'd0) begin
                        nextPosY = posY - 1;
                    end
                    else begin
                        nextPosY = posY;
                    end
                end
            end
            else begin
                if(ballY+4>posY+20 && posY < 9'd424) begin
                    nextPosY = posY + 1;
                end
                else if(ballY+4<posY+20 && posY > 9'd0) begin
                    nextPosY = posY - 1;
                end
                else begin
                    nextPosY = posY;
                end
            end
        end
    endcase
end
endmodule
[./run.sh]
#!/bin/bash
# OpenROAD 26Q1-2900-gdf79404cd8, Yosys 0.63+post, stock flow scripts
make -C /OpenROAD-flow-scripts/flow DESIGN_CONFIG=/design/flow/config.mk WORK_HOME=/design/flow/orfs finish
[./config.mk]
export PLATFORM = sky130hd
export DESIGN_NAME = Player
export DESIGN_NICKNAME = Player
export VERILOG_FILES = /design/flow/design.v
export SDC_FILE = /design/flow/constraint.sdc
export NUM_CORES = 4
export LEC_CHECK = 1
export CORE_UTILIZATION = 30
export SYNTH_HDL_FRONTEND = slang
[./constraint.sdc]
current_design Player

set clk_period 5.8
set clk_io_pct 0.2

create_clock -name clk0 -period $clk_period [get_ports {clk}]

set non_clock_inputs [all_inputs -no_clocks]
set_input_delay [expr $clk_period * $clk_io_pct] -clock clk0 $non_clock_inputs
set_output_delay [expr $clk_period * $clk_io_pct] -clock clk0 [all_outputs]
==> ci_impl_report.md <==
## Synthesis and layout report

| Metric | Value |
|---|---|
| Status | finished clean |
| Synth area leader | dfxtp_1 |
| Die area | 8344 um2 |
| Via count | 2151 |
| Synth Instances | 309 |
| Yosys stat area | 2395 um2 |
| Vias per std cell | 4.991 |
| Top delay family on crit path | simple AND/OR/NAND/NOR gates |
| H-tree depth | 1 |
| Pwr Density | 170.9 nW/um2 |
| Synth cell types | 50 |
| Yosys cell count | 309 |
| Delay of the slowest critical-path stage | 550 ps |
| Tool Warnings | 27 |
| Initial antenna violation count | 0 |
| WL final | 5580 um |
| Most common cell in the netlist | nor2_1 |
| First-pass DRT Iterations | 4 |
| CTS sink cnt | 28 |
| Worst VDD drop | 0.1150 mV |
| Placed Cells | 427 |
| Die Span Y | 91.35 um |
| Top cells by count, synth | nor2_1 (29), dfxtp_1 (28), nand2_1 (26) |
| Fin cells | 431 |
| Total power | 480.1 uW |
| Leak | 1.055 nW |
| Worst Clk Skew | 2.598 ps |
| Initial Util | 30.99% |
| CTS Hold Buffers Added | 0 |
| Final period util | 65.63% |
| Root Driver | clkbuf_8 |
| Max capacitance violation total | 0 |
| Mapped Area | 2395 um2 |
| Slew Viols, Final | 0 |
| Post-synth EDFFs | 0 |
| Aggregate global-route resource usage | 13.88% |
| Clock Latency Late Sink | 270 ps |
| Seq share, synth | 23.41% |
| Asr flop ratio synth | 0% |
| Post-CTS Setup Inserts | 0 |
| DR WL/cell | 12.95 um |
| IO buf count | 32 |
| Core Area | 7727 um2 |
| Drt drc | 0 |
| Most common reg cell | dfxtp_1 |
| Clock slew at reported path FFs | 100 ps |
| DP HPWL | 4252 um |
| Post-CTS sizing | 0 |
| Hold crit path type | flip-flop to flip-flop |
| I/O pins | 38 |
| CP Max Fanout | 8 |
| CP cell instances | clkdlybuf4s50_1 > ha_1 > nand2_1 > xnor2_1 > ha_1 > a21o_1 > a21oi_1 > and3_4 > and2_1 > mux2_2 > o311ai_1 > o211ai_1 |
| GR Overflow Total | 0 |
| Setup TNS | 0 ps |
| Vias in the first global route | 1898 |
| Unrepaired setup endpoints after global routing | no |
| Least-Margin Pin Slew | 727.5 ps |
| Fin. Hold Viols | 0 |
| Antenna-violating nets left | 0 |
| Area grow syn2layout | 17.29% |
| Setup violators final | 0 |
| Fill count | 778 |
| Syn avg cell area | 7.750 um2 |
| RD Place Congestion | 0.9487 |
| Worst Path Required | 5920 ps |
| Critical path arrival | 3930 ps |
| Antenna Diode Count | 0 |
| Rel. slew slack | 51.40% |
| Chip Width | 91.35 um |
| Total CTS buffers | 3 |
| Kind of critical path | input port to flip-flop |
| CTS max path bufs | 2 |
| Synth warn | 0 |
| CTS tree | yes |
| Area leader share | 23.41% |
| Ys flops | 28 |
| Num rows | 32 |
| Share of cells above drive strength 1 | 5.471% |
| Crit path buf inv count | 1 |
| CP most frequent cell | ha_1 |
| Initial DRC count | 103 |
| Crit-path slowest cell | clkdlybuf4s50_1 |
| CP Launch Type | input port |
| Top cells, area | dfxtp_1 (23%), ha_1 (8.4%), xnor2_1 (7.7%) |
| Max frequency | 262.7 MHz |
| First-pass GRT wire length | 9390 um |
| Largest net degree at the start of global routing | 17 |
| Fin crit period | 3806 ps |
| Crit. End Element | flip-flop |
through the flow:
step,setup WS [ps],hold WS [ps],util (%),area [um2]
after floorplan,2472,417.5,-,2410
after global placement,1766,430.3,35.43,2738
after detailed placement,1708,439.8,35.43,2738
after CTS,2011,462.3,36.35,2809
after global routing,1835,515.0,36.35,2809
final,1994,455.8,36.35,2809
metal layers:
| metal | up-vias | wire, um | track usage, % |
|---|---|---|---|
| met5 | - | 0 | 0 |
| met4 | 0 | 25 | 1.587 |
| met3 | 2 | 309 | 2.296 |
| met2 | 51 | 2423 | 20.14 |
| met1 | 965 | 2822 | 22.33 |
| li1 | 1133 | - | - |
cells by family after synthesis:
| kind of cell | count (synthesis) | share of synthesized area (%) |
|---|---|---|
| adders and majority gates | 16 | 8.359 |
| buffers and inverters | 32 | 7.366 |
| and+or+nand+nor | 124 | 26.80 |
| other | 1 | 0.1566 |
| AOI/OAI and AO/OA | 67 | 18.55 |
| DFF | 28 | 23.41 |
| xor gates and xnor gates | 36 | 13.17 |
| muxes | 5 | 2.194 |
final cells by class:
| cell class | instances | area [um2] | area share [%] |
|---|---|---|---|
| timing repair buffer | 35 | 342.8 | 12.20 |
| sequential | 28 | 560.5 | 19.96 |
| clock buffer | 3 | 41.29 | 1.470 |
| clock inverter | 1 | 30.03 | 1.069 |
| tap | 102 | 127.6 | 4.543 |
| inverter | 9 | 33.78 | 1.203 |
| multi-input combinational | 253 | 1673 | 59.55 |
cell usage in the layout (no fill, tap or decap), types with 4 or more instances in the layout:
| master | n |
|---|---|
| nor2_1 | 29 |
| and3_1 | 10 |
| xor2_1 | 15 |
| nand3_1 | 19 |
| and2_1 | 5 |
| conb_1 | 5 |
| a21oi_1 | 19 |
| inv_1 | 9 |
| nand4_1 | 11 |
| o22ai_1 | 4 |
| clkdlybuf4s50_1 | 32 |
| a31oi_1 | 4 |
| ha_1 | 16 |
| nor2b_1 | 4 |
| o21ai_0 | 12 |
| a21o_1 | 5 |
| xnor2_1 | 21 |
| dfxtp_1 | 28 |
| nand2_1 | 26 |
path summary, 6_finish.rpt:
kind              slack (ps)                    end                  start  cells after the start
hold reg to reg          460  counter[0]$_SDFF_PP0_  counter[0]$_SDFF_PP0_                      1
hold / removal           460  counter[0]$_SDFF_PP0_  counter[0]$_SDFF_PP0_                      1
setup reg to reg        2540     posY[6]$_SDFF_PP1_     posY[3]$_SDFF_PP1_                     11
setup / recovery        1990     posY[6]$_SDFF_PP1_               ballY[2]                     12
power breakdown:
part / internal, mW / total [mW] / leakage [nW] / switching, mW
Sequential: 0.196 / 0.206 / 0.227 / 0.00985
Combinational: 0.0595 / 0.121 / 0.793 / 0.0614
Clock: 0.0924 / 0.153 / 0.0357 / 0.0609
Total: 0.348 / 0.480 / 1.06 / 0.132
state kept, by name, summed over array words and instances, names as in the netlist:
| register | flops |
|---|---|
| counter | 19 |
| posY | 9 |
Power is estimated from default activity; no workload was simulated.
